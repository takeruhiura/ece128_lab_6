==> design.v <==
`timescale 1ns / 1ps
module debouncer(
    input wire RAW,
    input wire clk, output reg CLEAN
);
reg RAW_sync;
reg RAW_pipe;
reg[2:0] counter;
wire TC;
always @(posedge clk) begin
    {RAW_sync, RAW_pipe} <= {RAW_pipe, RAW};
    if(~RAW_sync) 
        counter <= 3'b000;
    else
        counter <= counter + 3'b001;
end
assign TC = (counter == 3'b111);
always @ (posedge clk) begin
    if(~RAW_sync)
        CLEAN <= 1'b0;
    else if (TC)
        CLEAN <= 1'b1;
    end
 endmodule
==> run.sh <==
#!/bin/bash
# OpenROAD 26Q1-2900-gdf79404cd8, Yosys 0.63+post, stock flow scripts
make -C /OpenROAD-flow-scripts/flow DESIGN_CONFIG=/design/flow/config.mk WORK_HOME=/design/flow/orfs finish
==> config.mk <==
export PLATFORM = sky130hd
export DESIGN_NAME = debouncer
export DESIGN_NICKNAME = debouncer
export VERILOG_FILES = /design/flow/design.v
export SDC_FILE = /design/flow/constraint.sdc
export NUM_CORES = 4
export LEC_CHECK = 1
export CORE_AREA = 10 10 70 70
export DIE_AREA = 0 0 80 80
==> constraint.sdc <==
current_design debouncer

set clk_period 1.0
set clk_io_pct 0.2

create_clock -name clk0 -period $clk_period [get_ports {clk}]

set non_clock_inputs [all_inputs -no_clocks]
set_input_delay [expr $clk_period * $clk_io_pct] -clock clk0 $non_clock_inputs
set_output_delay [expr $clk_period * $clk_io_pct] -clock clk0 [all_outputs]
==> notes.md <==
In this run the deepest clock path goes through 2 buffers. The master cell of the clock root buffer was sky130_fd_sc_hd__clkbuf_4. The tightest hold margin came out at 0.3226 ns. 0 antenna diodes ended up in the layout. The run gives 0 as the overall overflow remaining after global route. Yosys mapped the design onto 5 distinct sky130hd cell types. Per Yosys stat, the portion of area used by sequential elements is 69.06%.

The run gives 1059 MHz as the maximum clock frequency. Clock-pin slew on the worst setup and hold paths: 0.05 ns. The number of setup buffers added after CTS is 0, and the final setup violation count is 0. The DRC violations left was 0.

Number of placed I/O pins: 3. With the detailed-route vias per instance at 1.547, the number of max-slew violations in the final report is 0. The logs give 21 for the number of cell rows and 12 for the cell count in the Yosys report.

The routed via count is 99. A synthesized cell averages 14.49 sq um. With the height of the die at 80 um, the synthesized chip area reported by yosys is 173.9 sq um.

The longest individual stage delay on the worst path was 0.32 ns; the critical path buffer and inverter count was 1. Summed over all failing endpoints, the final setup total negative slack is 0 ns. Broken down by cell family, the worst path's largest delay share belongs to flip-flops. The data arrival time of the critical path was 0.74 ns.

For this configuration, the core starts out at a cell density of 5.092%. The area growth from synthesis to layout is 73.38%. The count of placed standard cells including taps is 61. Total of warnings raised by yosys: 1. The core footprint is 0.003416 sq mm, and the number of antenna violations at the first check in global routing is 0.

For the final core utilization, the log shows 8.828%. The worst pin sits at a relative slew slack of 92.19%. The tools report the CTS buffer count as 3.

The worst setup skew after layout was 0.006052 ns; the worst voltage drop across the vdd grid was 675.9 uV. The clock period could shrink to 0.9440 ns. The run finished with clean final reports. For reference, the critical path cell chain is clkdlybuf4s15_1. For this block, wires on met1 add up to 148 um. The report shows a maximum critical-path fanout of 2.

According to the floorplan report, the total die area is 0.006400 sq mm. The total of buffers placed on input and output ports came out at 2. TritonCTS built the clock tree. Setup repair after global routing left no endpoint under its margin. The synthesized netlist occupies a cell area of 173.9 sq um. Per the OpenROAD power report, leakage power amounts to 0.1062 nW. The total number of warnings across the stage logs works out to 26.

The highest metal layer with signal wires is met3. The routed length on met2 came out at 89 um. Gate count after technology mapping: 12. Combined global-route utilization of all metal layers: 1.066%. After detailed routing, the total wire length is 273 um.

The worst setup path is launched from a register. The maximum level of the CTS H-tree is 1, and the maximum number of pins on one net before global-route repair is 5. RePlAce ended its routability-driven mode at a weighted congestion of 0.5274.

The run gives 0 as the number of buffers inserted for hold repair after clock tree synthesis. The OpenROAD report gives the critical path a required time of 0.80 ns. With the share of layout cells above drive strength 1 at 55.56%, the number of sinks handled by clock tree synthesis is 6. The number of global-route vias before repair came out at 128. Per the final timing report, the hold violations number 0.

The tool flagged a number of max-cap violations equal to 0. The first global-routing pass estimated 510 um of wire. The number of synthesized register bits is 6, and the number of fillers in the final layout is 400. The tools report the clock insertion delay at the later pin of the skew report as 0.24 ns.

For the final cell count without fillers, the log shows 64. The timing report shows that the slowest cell on the worst path is sky130_fd_sc_hd__dfxtp_2. The final cycle utilization of the critical path is 94.40%. The most critical min-delay path falls under reg2reg. The script logs the mean routed wire length per placed instance as 4.266 um. For the number of antenna-violating nets in the routed design, the log shows 0. The total met3 wirelength after detailed routing was 36 um. The violation count after the first detailed-routing iteration is 1. The iteration count of the initial detailed-routing pass came out at 2. The kind of critical path is reg2out. The die span in x is 80 um, and the total power divided by cell area is 1691 mW/mm^2. The tools report the kind of end point of the critical path as an output port. The transition time recorded at the tightest slew-check pin is 0.1170 ns.
==> flip-flops by register name, summed over array words and instances (netlist names) <==
name      count
CLEAN         1
RAW_sync      1
counter       3
RAW_pipe      1
==> synthesized netlist by cell type <==
cell type	count	area share, %
sky130_fd_sc_hd__o21a_1	1	4.3
sky130_fd_sc_hd__and2_1	2	7.2
sky130_fd_sc_hd__dfxtp_1	6	69
sky130_fd_sc_hd__nor2b_2	1	5.0
sky130_fd_sc_hd__ha_1	2	14
==> path summary, 6_finish.rpt <==
| kind | startpoint | slack [ns] | endpoint | depth (start not counted) |
|---|---|---|---|---|
| worst max-delay path | CLEAN | 0.06 | CLEAN | 1 |
| worst min-delay path | RAW_pipe | 0.32 | RAW_sync | 0 |
| worst max register to register | counter[0] | 0.06 | counter[2] | 3 |
| worst min register to register | RAW_pipe | 0.32 | RAW_sync | 0 |
==> layout make-up <==
| cell class | count | area, sq um | share of cell area, % |
|---|---|---|---|
| Clock buffer | 3 | 22.52 | 7.469 |
| Multi-Input combinational cell | 6 | 71.32 | 23.65 |
| Sequential cell | 6 | 122.6 | 40.66 |
| Tap cell | 46 | 57.56 | 19.09 |
| Timing Repair Buffer | 3 | 27.53 | 9.129 |
==> timing repair <==
| action | CTS | global route |
|---|---|---|
| pin swaps | 1 | 0 |
| resized | 3 | 4 |
| endpoints found under the setup margin | 2 | 2 |
==> layout by cell type, fill, tap and decap left out <==
cell                              synthesis  routed
sky130_fd_sc_hd__buf_4                    0       1
sky130_fd_sc_hd__clkdlybuf4s50_1          0       1
sky130_fd_sc_hd__ha_4                     0       1
sky130_fd_sc_hd__clkdlybuf4s15_1          0       1
sky130_fd_sc_hd__and2_4                   0       1
sky130_fd_sc_hd__ha_2                     0       1
sky130_fd_sc_hd__and2_1                   2       1
sky130_fd_sc_hd__dfxtp_2                  0       2
sky130_fd_sc_hd__o21a_1                   1       1
sky130_fd_sc_hd__clkbuf_4                 0       3
sky130_fd_sc_hd__nor2b_2                  1       1
sky130_fd_sc_hd__dfxtp_1                  6       4
==> per-layer routing <==
layer / GRT usage (%) / vias up
met5: 0 / -
met4: 0.5282 / 0
met1: 1.200 / 42
met3: 1.364 / 0
li1: - / 52
met2: 1.043 / 5
==> metrics by stage <==
step | cell area, sq um | power (mW) | worst slack [ns]
global placement | 259.0 | 0.2840 | 0.002075
CTS | 284.0 | 0.5117 | -0.004423
floorplan | 173.9 | 0.2743 | 0.007969
detailed placement | 259.0 | 0.2864 | -0.02420
global route | 301.5 | 0.5585 | 0.0001063
finish | 301.5 | 0.5099 | 0.05603
==> power breakdown <==
group	leakage, nW	internal [mW]	switching [mW]
logic	0.0420	0.0192	0.00728
clock network	0.0138	0.136	0.0849
registers	0.0504	0.255	0.00753
total	0.106	0.410	0.0997
==> logic make-up after synthesis <==
group,synth area share (%)
AOI/OAI and AO/OA,4.318
DFF,69.07
adders and majority gates,14.39
and+or+nand+nor,12.23
Power is estimated from default activity; no workload was simulated.
